## design/flow/run.sh

```bash
#!/bin/bash
# OpenROAD 26Q1-2900-gdf79404cd8, Yosys 0.63+post, stock flow scripts
make -C /OpenROAD-flow-scripts/flow DESIGN_CONFIG=/design/flow/config.mk WORK_HOME=/design/flow/orfs finish
```

## design/flow/config.mk

```make
export PLATFORM = sky130hd
export DESIGN_NAME = LCD_driver
export DESIGN_NICKNAME = LCD_driver
export VERILOG_FILES = /design/flow/design.v
export SDC_FILE = /design/flow/constraint.sdc
export NUM_CORES = 4
export LEC_CHECK = 1
export CORE_UTILIZATION = 40
```

## design/flow/constraint.sdc

```tcl
current_design LCD_driver

set clk_period 4.2
set clk_io_pct 0.2

create_clock -name clk0 -period $clk_period [get_ports {clk}]

set non_clock_inputs [all_inputs -no_clocks]
set_input_delay [expr $clk_period * $clk_io_pct] -clock clk0 $non_clock_inputs
set_output_delay [expr $clk_period * $clk_io_pct] -clock clk0 [all_outputs]
```

## design/flow/design.v

```verilog
`timescale 1ns / 1ps
module LCD_controller(
    input reset,
    input clk_1ms,
    output data_sel,
    output DB_sel,
    output [1:0]init_sel,
    output [1:0]mux_sel,
    output E_out,
    output RW_out,
    output RS_out
    );
wire [1:0] lcd_count;
main_controller main_ctrl(.clk(clk_1ms), .rst(reset), .lcd_finish(lcd_finish), .reg_sel(reg_sel), .mode(mode), .lcd_cnt(lcd_count), 
						 .lcd_enable(lcd_enable), .data_sel(data_sel), .DB_sel(DB_sel));
LCD_init_refresh lcd_init_refr(.clk(clk_1ms), .rst(reset), .lcd_enable(lcd_enable), .mode(mode), .lcd_cnt(lcd_count), .lcd_finish(lcd_finish), 
							   .wr_enable(wr_enable), .wr_finish(wr_finish), .mux_sel(mux_sel), .init_sel(init_sel));
write_cycle wr_cycle(.clk(clk_1ms), .rst(reset), .reg_sel(reg_sel), .wr_enable(wr_enable), .wr_finish(wr_finish), .E_out(E_out), 
					 .RW_out(RW_out), .RS_out(RS_out));
endmodule
`timescale 1ns / 1ps
module LCD_dp(
    input [3:0]count0,
    input [3:0]count1,
    input [3:0]count2,
    input [3:0]count3,
    input [1:0]init_sel,
    input [1:0]mux_sel,
    input data_sel,
    input DB_sel,
    output [7:0] DB_out
    );
	 reg [3:0] counter_mux;
	 always @*
		 begin
			case(mux_sel)
				2'b00:
					counter_mux = count0;
				2'b01:
					counter_mux = count1;
				2'b10:
					counter_mux = count2;
				2'b11:
					counter_mux = count3;
			endcase
		end
	 reg [5:0] init_reset_mux;
	 always @*
		 begin
			case(init_sel)
				2'b00:
					init_reset_mux = 6'b000001;
				2'b01:
					init_reset_mux = 6'b001110;
				2'b10:
					init_reset_mux = 6'b000110;
				2'b11:
					init_reset_mux = 6'b111000;
			endcase
		end
	wire [7:0] data_outx;	
	assign data_outx = data_sel ? {4'b0011, counter_mux} : {2'b00, init_reset_mux};
	assign DB_out = DB_sel ? data_outx : 8'hcc;
endmodule
`timescale 1ns / 1ps
module LCD_driver(
    input [3:0] count0,
    input [3:0] count1,
    input [3:0] count2,
    input [3:0] count3,
    input reset,
    input clk,
    output E_out,
    output RW_out,
    output RS_out,
    output [7:0] DB_out
    );
wire [1:0] mux_sel, init_sel;
clockdivider clkdiv(.clk(clk), .rst(reset), .slow_clk(clk_1ms));
LCD_controller lcd_ctrl(.reset(reset), .clk_1ms(clk_1ms), .E_out(E_out), .RW_out(RW_out), .RS_out(RS_out),
						.DB_sel(DB_sel), .mux_sel(mux_sel), .data_sel(data_sel), .init_sel(init_sel));
LCD_dp lcd_dp(.count0(count0), .count1(count1), .count2(count2), .count3(count3), .DB_sel(DB_sel), .mux_sel(mux_sel),
			  .data_sel(data_sel), .init_sel(init_sel), .DB_out(DB_out));
endmodule
`timescale 1ns / 1ps
module LCD_init_refresh(
    input clk,
    input rst,
    input lcd_enable,
    input mode,
    input [1:0] lcd_cnt,
    output reg lcd_finish,
    output reg wr_enable,
    input wr_finish,
    output reg [1:0] mux_sel,
    output reg [1:0] init_sel
    );
localparam  idle = 2'b00,
			data = 2'b01,
			data1 = 2'b10,
			endlcd = 2'b11;
reg [1:0] state, next_state;
always @(posedge clk, posedge rst)
	if(rst)
		state <= idle;
	else
		state <= next_state;
always @(posedge clk, posedge rst)
			if(rst)
				init_sel <= 2'b0;
			else case(state)
					idle: 
						if(mode) 
							init_sel <= lcd_cnt;
					endlcd: 
						if(mode)
							if(init_sel != 2'b0)
								init_sel <= init_sel - 1;
				endcase
always @(posedge clk, posedge rst)
			if(rst)
				mux_sel <= 2'b0;
			else case(state)
					idle: 
						if(!mode) 
							mux_sel <= lcd_cnt;
					endlcd: 
						if(!mode)
							if(mux_sel != 2'b0)
								mux_sel <= mux_sel - 1;
				endcase
always @*
begin
	wr_enable = 1'b0;
	lcd_finish = 1'b0;
	next_state = idle;
	case(state)
		idle:
			begin
				lcd_finish = 1'b0;
				if(lcd_enable)
					next_state = data;
				else 
					next_state = idle;
			end
		data:
			begin
				wr_enable = 1'b1;
				next_state = data1;
			end
		data1: 
			begin
				wr_enable = 1'b0;
				if(wr_finish)
					next_state = endlcd;
				else
					next_state = data1;
			end
		endlcd:
			begin
				if(mode == 0 && mux_sel == 2'b0)
					begin
						lcd_finish = 1'b1;
						next_state = idle;
					end
				else if(mode == 1 && init_sel == 2'b0)
					begin
						lcd_finish = 1'b1;
						next_state = idle;
					end
				else
					next_state = data;
			end
	endcase
end
endmodule
`timescale 1ns / 1ps
module clockdivider #(parameter div = 50000)(
    input clk,
    input rst,
    output reg slow_clk
    );
    localparam nbits = clogb2(div);
    reg [nbits-1:0] cnt;
    assign comp = (cnt == div-1);
    always @(posedge clk, posedge rst)
        if(rst)
                cnt <= {nbits{1'b0}};
        else if(comp)
                cnt <= {nbits{1'b0}};
        else
                cnt <= cnt + 1;
    always @(posedge clk, posedge rst)
        if(rst)
                slow_clk <= 1'b0;
        else if(comp)
                slow_clk <= 1'b1;
			 else
				slow_clk <= 1'b0;
    function integer clogb2;
        input reg [31:0] val;
        begin
                val = val-1;
                for(clogb2 = 0; val > 0;  clogb2 = clogb2+1)
                        val = val >> 1;
        end
    endfunction
endmodule
`timescale 1ns / 1ps
module main_controller(
    input clk,
    input rst,
    input lcd_finish,
    output reg reg_sel,
    output reg mode,
    output reg [1:0]lcd_cnt,
    output reg lcd_enable,
    output reg data_sel,
    output reg DB_sel
    );
reg [2:0] state, next_state;
localparam idle = 3'b0, init = 3'b001, addr = 3'b010, addr1 = 3'b011, ref = 3'b100, ref1 = 3'b101;	 
localparam LCD_INIT = 1, LCD_REF = 0, INIT_CONST_NO = 4, REF_DATA_NO = 4;
always @(posedge clk, posedge rst)
	if(rst)
		state <= idle;
	else
		state <= next_state;
always @*
begin
	lcd_cnt=INIT_CONST_NO-1;
	DB_sel=1'b1;
	data_sel=1'b0;
	reg_sel=1'b0;
	mode=LCD_INIT;
	lcd_enable=1'b1;
	case(state)
		idle:
			next_state = init;
		init:
			begin
				lcd_enable=1'b0;
				if(lcd_finish)
					next_state = addr;
				else
					next_state = init;
				mode=LCD_INIT;
			end
		addr:
			begin
				lcd_enable=1'b1;
				lcd_cnt = 1'b0;
				DB_sel = 1'b0;
				next_state = addr1;
				mode=LCD_INIT;
			end
		addr1:
			begin
				lcd_enable=1'b0;
				lcd_cnt = 1'b0;
				DB_sel = 1'b0;
				mode=LCD_INIT;
				if(lcd_finish)
					next_state = ref;
				else
					next_state = addr1;
			end
		ref:
			begin
				lcd_cnt=REF_DATA_NO-1;
				DB_sel=1'b1;
				data_sel=1'b1;
				reg_sel=1'b1;
				mode=LCD_REF;
				lcd_enable=1'b1;
				next_state = ref1;
			end
		ref1:
			begin
				lcd_enable=1'b0;
				lcd_cnt=REF_DATA_NO-1;
				DB_sel=1'b1;
				data_sel=1'b1;
				reg_sel=1'b1;
				mode=LCD_REF;
				if(lcd_finish)
					begin
						next_state = addr;
						reg_sel=0;
					end
				else
					next_state = ref1;
			end
		endcase
end
endmodule
`timescale 1ns / 1ps
module write_cycle(
	input clk,
	input rst,
	input reg_sel,
    input wr_enable,
    output reg wr_finish,
    output reg E_out,
	output RW_out,
    output RS_out
    );
reg [1:0] state, next_state;
localparam idle = 2'b0, init = 2'b01, Eout = 2'b10, endwr = 2'b11;	 
always @(posedge clk, posedge rst)
	if(rst)
		state <= idle;
	else
		state <= next_state;
always @* begin
	wr_finish <= 1'b0;
	E_out <= 1'b0;
	case(state)
		idle:  
			begin
				wr_finish <= 1'b0;
				E_out <= 1'b0;
				if(wr_enable)
					next_state <= init;
				else
					next_state <= idle;
			end
		init:  
			begin
				E_out <= 1'b1;
				next_state <= Eout;
			end
		Eout:  
			begin
				E_out <= 1'b1;
				next_state <= endwr;
			end
		endwr:  
			begin
				wr_finish <= 1'b1;
				next_state <= idle;
			end
	endcase
end
assign RS_out = reg_sel;
assign RW_out = 1'b0;
endmodule
```

==> results.sh <==
# implementation run metrics
export IMPL_routed_wl_um=3390
export IMPL_tns_ps=0
export IMPL_hpwl_um=2590
export IMPL_viasPerCell=5.42
export IMPL_tool_warnings=31
export IMPL_edf_count=0
export IMPL_grt_pass1_wl_um=5820
export IMPL_power_clock_fraction=0.389
export IMPL_synth_cell_types=49
export IMPL_synth_cells=180
export IMPL_cts_buffers=3
export IMPL_grt_max_degree=33
export IMPL_post_route_period_util=0.767
export IMPL_grt_total_usage=0.148
export IMPL_switchingPower_mw=0.0616
export IMPL_rsz0062_at_grt="false"
export IMPL_dieHeight_um=70.0
export IMPL_pre_cts_ws_ps=961
export IMPL_cts_tree="built"
export IMPL_startpoint_type="input port"
export IMPL_grt_pass1_vias=1305
export IMPL_drt_iter0_markers=92
export IMPL_critPathCaptureType="output port"
export IMPL_clock_skew_ps=1.22
export IMPL_maxCapViolCount=0
export IMPL_cp_common_cell="clkdlybuf4s50_1"
export IMPL_holdCritStartpoint="clkdiv.cnt[15]"
export IMPL_timing_fmax_ghz=0.310
export IMPL_async_flop_share=0.914
export IMPL_max_stage_delay_ps=410
export IMPL_htreeDepth=1
export IMPL_fin_crit_ps=3220
export IMPL_post_cts_setup_buffer_count=0
export IMPL_cts_hold_buf=0
export IMPL_slowest_stage="clkdlybuf4s50_1"
export IMPL_irDropWorstVdd_uv=225
export IMPL_clkLatencyLatePin_ps=250
export IMPL_regArea_um2=848
export IMPL_cts_resized=0
export IMPL_ys_cells=180
export IMPL_hold_class="flop to flop"
export IMPL_drv_slew=0
export IMPL_worst_ep_arrival_time_ps=2380
export IMPL_setup_viol=0
export IMPL_netlist_area_um2=1850
export IMPL_crit_chain="clkdlybuf4s50_1, a222oi_1, nand2_1, a311oi_1, a31oi_1, clkdlybuf4s50_1"
export IMPL_nFillCells=386
export IMPL_intPower_mw=0.244
export IMPL_worstPathMaxFanout=1
export IMPL_status="completed"
export IMPL_antenna_left=0
export IMPL_vias=1393
export IMPL_port_buffers=27
export IMPL_avgRoutedWirePerCell_um=13.2
export IMPL_untimed_endpoints=24
export IMPL_clockBufferDepth=2
export IMPL_clock_tree_root_cell="clkbuf_8"
export IMPL_ys_ff=35
export IMPL_critPathLaunch="count3[2]"
export IMPL_swShare=0.201
export IMPL_antenna_cells=0
export IMPL_pin_count=29
export IMPL_antenna_found_initial=0
export IMPL_dieWidth_um=70.0
export IMPL_power_frac_comb=0.075
export IMPL_first_pass_iters=5
export IMPL_unclocked_regs=18
export IMPL_path_clk_slew_ps=60
export IMPL_chip_area_um2=4910
export IMPL_fin_ws_ps=977
export IMPL_grt_ovfl_total=0
export IMPL_drive_gt1_frac=0.122
export IMPL_comb_area_um2=903
export IMPL_core_um2=4410
export IMPL_path_class="input port to output port"
export IMPL_p_leak_nw=0.971
export IMPL_powerDensity_nw_per_um2=140
export IMPL_initCoreUtil=0.420
export IMPL_ys_warn_count=15
export IMPL_gp_congestion=0.812
export IMPL_r2r_start="clkdiv.cnt[0]"
export IMPL_area_growth_pct=18.2
export IMPL_hold_viol_final=0
export IMPL_power_frac_seq=0.535
export IMPL_power_mw=0.306
export IMPL_rows=24
export IMPL_required_ps=3360
export IMPL_synthFlopType="dfrtp_1"
export IMPL_drc_errors=0
export IMPL_yosys_area_um2=1850
export IMPL_syn_avg_cell_area_um2=10.3
[through the flow]
stage	area, um^2	hold WS, ps	cells	util
floorplan	1850	440	180	-
global placement	2140	461	253	0.486
detailed placement	2140	473	253	0.486
CTS	2190	482	257	0.496
global route	2190	503	257	0.496
finish	2190	474	257	0.496
[layout by cell type, fill, tap and decap left out, drive strengths merged, types with 2 or more instances in the layout]
master          n
mux2i           3
a21o            2
a22o            3
nor4            3
dlxtn           3
a31o            3
nand3           5
nand4           5
o22a            2
clkbuf          3
nand2b          3
nor2           21
clkdlybuf4s50  27
dfstp           2
nor2b           4
nand2          11
a222oi          5
inv            13
o21ai          10
ha              9
and3            2
xor2            5
a31oi           2
a21oi           5
xnor2           6
nor3            2
dfrtp          30
and4            3
a311oi          2
[cell families (layout without fill, tap and decap cells)]
logic type,after synthesis,count (layout),synth area share
xor gates and xnor gates,11,11,0.0520
adders and majority gates,9,9,0.0608
latches,3,3,0.0243
AOI/OAI and AO/OA,36,36,0.138
other,1,1,0.00203
muxes,4,4,0.0223
buffers and inverters,20,45,0.0541
DFF,32,32,0.434
and+or+nand+nor,64,64,0.213
[registers in the layout (all words and copies together), names as in the netlist]
name,count
clkdiv.cnt,16
clkdiv.slow_clk,1
lcd_ctrl.lcd_init_refr.init_sel,2
lcd_ctrl.lcd_init_refr.mux_sel,2
lcd_ctrl.lcd_init_refr.state,4
lcd_ctrl.main_ctrl.next_state,3
lcd_ctrl.main_ctrl.state,3
lcd_ctrl.wr_cycle.state,4
[final cells by class]
cell class                      instances  share of cell area
Multi-Input combinational cell        125               0.413
Sequential cell                        35               0.387
Timing Repair Buffer                   28               0.127
Tap cell                               52              0.0297
Inverter                               13              0.0223
Clock buffer                            3              0.0189
Clock inverter                          1             0.00229
[final timing paths]
| path | end | slack [ps] | depth (start not counted) |
|---|---|---|---|
| worst max-delay path | DB_out[2] | 980 | 6 |
| worst min-delay path | clkdiv.cnt[15] | 470 | 1 |
| worst max register to register | clkdiv.cnt[15] | 2580 | 5 |
| worst min register to register | clkdiv.cnt[15] | 470 | 1 |
| max in group asynchronous | clkdiv.cnt[14] | 2950 | 3 |
| min in group asynchronous | clkdiv.cnt[2] | 970 | 3 |
[synthesized netlist by cell type (3+ instances only)]
cell / number / area share
a22o_1: 3 / 0.014
dfrtp_1: 30 / 0.41
xnor2_1: 6 / 0.028
ha_1: 9 / 0.061
a222oi_1: 5 / 0.027
a31o_2: 3 / 0.014
mux2i_1: 3 / 0.016
xor2_1: 5 / 0.024
nand4_1: 4 / 0.014
nand2_1: 11 / 0.022
dlxtn_1: 3 / 0.024
inv_1: 13 / 0.026
nand3_1: 4 / 0.011
a21oi_1: 5 / 0.014
buf_4: 4 / 0.016
nor2_1: 19 / 0.039
o21ai_0: 10 / 0.027
[critical path, delay by kind of cell]
kind	cells	cell delay, ps
AND-OR/OR-AND	3	650
buffers and inverters	2	810
AND/OR/NAND/NOR	1	90
[power groups by stage]
stage | logic (mW) | registers, mW | clock network (mW)
4_1_cts | 0.0236 | 0.164 | 0.122
5_1_grt | 0.0255 | 0.164 | 0.128
6_report | 0.0231 | 0.164 | 0.119
[routing by layer]
| layer | up-vias | share of wire | wire (um) | track usage |
|---|---|---|---|---|
| li1 | 688 | - | - | - |
| met1 | 675 | 0.52 | 1750 | 0.252 |
| met2 | 30 | 0.44 | 1490 | 0.209 |
| met3 | 0 | 0.043 | 144 | 0.0380 |
| met4 | 0 | 0 | 0 | 0.00667 |
| met5 | - | 0 | 0 | 0 |
